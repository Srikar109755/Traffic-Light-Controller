===== /design/flow/design.v =====
`timescale 1ns / 1ps
module Design (
    input  logic clk,
    input  logic reset_n,
    input  logic main_road_sensor,
    input  logic side_road_sensor,
    output logic [1:0] main_road_light,  
    output logic [1:0] side_road_light   
);
    localparam [1:0] RED    = 2'b00,
                     YELLOW = 2'b01,
                     GREEN  = 2'b11;
    typedef enum logic [1:0] {
        MAIN_GREEN,
        MAIN_YELLOW,
        SIDE_GREEN,
        SIDE_YELLOW
    } state_t;
    state_t current_state, next_state;
    localparam MAIN_GREEN_TIME          = 100;
    localparam YELLOW_TIME              = 20;
    localparam SIDE_GREEN_TIME          = 50;
    localparam MIN_MAIN_GREEN_HOLD_TIME = 30;
    logic [31:0] timer_count;
    logic timer_done;
    always_ff @(posedge clk or negedge reset_n) begin
        if (!reset_n) begin
            current_state <= MAIN_GREEN;
            timer_count   <= 0;
        end else begin
            current_state <= next_state;
            if (timer_done)
                timer_count <= 0;
            else
                timer_count <= timer_count + 1;
        end
    end
    always_comb begin
        timer_done = 1'b0;
        case (current_state)
            MAIN_GREEN:  timer_done = (timer_count >= MAIN_GREEN_TIME - 1);
            MAIN_YELLOW: timer_done = (timer_count >= YELLOW_TIME - 1);
            SIDE_GREEN:  timer_done = (timer_count >= SIDE_GREEN_TIME - 1);
            SIDE_YELLOW: timer_done = (timer_count >= YELLOW_TIME - 1);
            default:     timer_done = 1'b1; 
        endcase
    end
    always_comb begin
        next_state = current_state;  
        case (current_state)
            MAIN_GREEN:
                if ((timer_count >= MIN_MAIN_GREEN_HOLD_TIME - 1 && side_road_sensor) || timer_done)
                    next_state = MAIN_YELLOW;
            MAIN_YELLOW:
                if (timer_done)
                    next_state = SIDE_GREEN;
            SIDE_GREEN:
                if (main_road_sensor || timer_done)
                    next_state = SIDE_YELLOW;
            SIDE_YELLOW:
                if (timer_done)
                    next_state = MAIN_GREEN;
            default:
                next_state = MAIN_GREEN;  
        endcase
    end
    always_comb begin
        main_road_light = RED; 
        side_road_light = RED;
        case (current_state)
            MAIN_GREEN: begin
                main_road_light = GREEN;
                side_road_light = RED;
            end
            MAIN_YELLOW: begin
                main_road_light = YELLOW;
                side_road_light = RED;
            end
            SIDE_GREEN: begin
                main_road_light = RED;
                side_road_light = GREEN;
            end
            SIDE_YELLOW: begin
                main_road_light = RED;
                side_road_light = YELLOW;
            end
            default: begin
                main_road_light = RED;
                side_road_light = RED;
            end
        endcase
    end
endmodule 

===== /design/flow/run.sh =====
#!/bin/bash
# OpenROAD 26Q1-2900-gdf79404cd8, Yosys 0.63+post, stock flow scripts
make -C /OpenROAD-flow-scripts/flow DESIGN_CONFIG=/design/flow/config.mk WORK_HOME=/design/flow/orfs finish

===== /design/flow/config.mk =====
export PLATFORM = sky130hd
export DESIGN_NAME = Design
export DESIGN_NICKNAME = Design
export VERILOG_FILES = /design/flow/design.v
export SDC_FILE = /design/flow/constraint.sdc
export NUM_CORES = 4
export LEC_CHECK = 1
export CORE_AREA = 10 10 95 95
export DIE_AREA = 0 0 105 105

===== /design/flow/constraint.sdc =====
current_design Design

set clk_period 3.9
set clk_io_pct 0.2

create_clock -name clk0 -period $clk_period [get_ports {clk}]

set non_clock_inputs [all_inputs -no_clocks]
set_input_delay [expr $clk_period * $clk_io_pct] -clock clk0 $non_clock_inputs
set_output_delay [expr $clk_period * $clk_io_pct] -clock clk0 [all_outputs]

==> results.cfg <==
; flow metrics
[worst_hold_path]
path_category_of_the_worst_min_delay_check = flip-flop to flip-flop
min_path_cells = 1
hold_end = timer_count[0]$_DFF_PN0_
worst_hold_startpoint = timer_count[0]$_DFF_PN0_

[yosys]
yosysSeqAreaShare_pct = 67.4
simple_gate_share_pct = 15.4
top_area_cell = dfrtp_1
synth.top_cells.by_count = dfrtp_1, nor2_1, nand3_1
fa_ha_area_share_pct = 2.80
flop_cell = dfrtp_1
share_of_cell_area_taken_by_muxes_after_synthesis_pct = 1.68
ys_area_mm2 = 0.00134
yosys_warnings = 1
synth.cell_area_mm2 = 0.00134
topCellsByArea = dfrtp_1, ha_1, and2b_2, xor2_1, nor2_1
post_synth_inst_count = 94
logic_family = simple AND/OR/NAND/NOR gates
async_flop_share_pct = 100
edf_count = 0
post_synth.cell_area_avg_um2 = 14.2
synthAoiAreaFrac_pct = 8.04
synth.distinct_cells = 30
synthXorXnorAreaFrac_pct = 3.27
yosysMostFrequentCell = dfrtp_1
ys_seq_elements = 36
ys_cells = 94
synth_top_area_share_pct = 65.4

[worst_setup_path]
r2r_slack_ns = 1.42
timing.critical_path.fanout_max = 6
largest_stage_delay_on_the_critical_path_ns = 0.54
crit-reg2reg-capture = current_state[1]$_DFF_PN0_
reg2reg_from = timer_count[0]$_DFF_PN0_
reg2regPathDepth = 7
capturing_element_type_of_the_critical_path = primary output
top_cell_family_by_delay_on_the_critical_path = simple AND/OR/NAND/NOR gates
crit_required_ns = 3.12
timing.critical_path.buf_inv = 1
crit_path_start_kind = flip-flop
worstPathCellList = or2_2 -> nor2_1 -> clkdlybuf4s50_1
worst_ep_arrival_time_ns = 1.87
cpMaxStageDelayCell = clkdlybuf4s50_1
timing.setup.critical_path_class = flip-flop to primary output

[global_routing]
remaining_global_route_overflow = 0
grt_busiest_layer = met1
global_route_wire_length_before_repair_um = 3150
grt_util_met3_pct = 1.43
grt_antenna_before_repair = 0
first_global_vias = 722
met2_usage_pct = 4.31
grt_use_total_pct = 3.33
globalRouteMet1Util_pct = 4.97
grt_start_max_net_pins = 37

[clock_tree]
clock_tree.root_cell = clkbuf_8
cts_buffers = 5
clk-insertion-delay-late_ns = 0.28
post_cts.resized_instances = 0
cts_tree = yes
post_cts.repair.setup_buffers = 0
clock_sink_count = 36
cts_max_level = 2
maximum_clock_path_buffer_count = 2
cts_hold_repair.buffers = 0
path_clk_slew_ns = 0.07

[pwr]
power_density_mw_per_mm2 = 413
vdd.ir_drop.worst_mv = 0.145
totalPowerFinal_w = 0.000716
power_leakage_nw = 0.751

[sta]
finalCriticalPeriod_ns = 2.65
whs_ns = 0.537
report.final.setup_viol = 0
clock.fmax_mhz = 377
rsz0062_at_grt = no
min_period_over_period_pct = 68.1
hold_viol_final = 0
slew_violations = 0
fin_skew_ns = 0.00654
setup-tns-final_ns = 0

[finish]
fin_util_pct = 25.1
post-route-cell-area_mm2 = 0.00173
syn_to_final_growth_pct = 29.3
layout-drive-gt1-share_pct = 18.0
fill_cells = 735

[placement]
dpl-instance-area_mm2 = 0.00162
port-buffer-count = 7
detailed_place_hpwl_um = 1240
routabilityCongestion = 0.822

[die]
die_width_um = 105
design.die.area_mm2 = 0.0110
std_cell_rows = 30
die_height_um = 105
ios = 8
core_area_mm2 = 0.00691
floorplan.initialDensity_pct = 19.4

[routing]
avgViaCountPerCell = 3.15
drt_pre_antenna_iters = 4
first_iter_violations = 19
drt_drc_violations_left = 0
detail_route.wirelength_um = 1810
drt-wirelength-per-cell_um = 7.88
num_vias = 721
detail-route-antenna-nets = 0
route.antenna.diode_count = 0

[run]
drv.max_cap_violation_count = 0
warnings = 27

[status]
run_status = finished clean
[layer usage]
layer / part of all wire [%] / vias up
met5: 0 / -
met3: 6.2 / 2
met2: 37 / 10
met1: 56 / 332
met4: 0.55 / 0
li1: - / 377
[cell families after synthesis]
kind of cell / Yosys count
AND-OR/OR-AND: 10
XOR/XNOR: 5
adder cells (fa/ha/maj): 3
buffers and inverters: 4
flip-flops: 36
multiplexers: 2
other: 1
AND/OR/NAND/NOR: 33
[sequential cells by signal, summed over array words and instances, names as in the netlist]
register / flops
current_state: 4
timer_count: 32
[layout make-up]
type,count,area [µm²],share of cell area (%)
clock inverter,2,35.0,2.02
timing repair buffer,8,77.6,4.48
multi-input combinational,78,512,29.6
inverter,3,11.3,0.651
tap,96,120,6.94
clock buffer,6,72.6,4.19
sequential,36,902,52.1
[worst max path at each step]
stage / from / end / slack, ns / cells after the start
4_1_cts: current_state[1]$_DFF_PN0_ / main_road_light[1] / 1.21 / 3
5_1_grt: current_state[1]$_DFF_PN0_ / main_road_light[1] / 1.17 / 3
6_report: current_state[1]$_DFF_PN0_ / main_road_light[1] / 1.25 / 3
[power by group]
part           switching, W   total, W  internal (W)
Sequential       0.00000354   0.000390      0.000387
Combinational     0.0000107  0.0000158    0.00000507
Clock              0.000120   0.000310      0.000189
[through the flow]
stage               instances  setup slack, ns
floorplan                 118             1.60
global placement          221             1.47
detailed placement        221             1.44
CTS                       229             1.21
global route              229             1.17
finish                    229             1.25
[cell usage in the layout, fill, tap and decap left out, types with 3 or more instances in the layout]
master	synthesis	layout
dfrtp_1	35	35
conb_1	1	25
nand3_1	6	6
ha_1	3	3
clkdlybuf4s50_1	0	7
clkbuf_8	0	5
nor4_1	4	4
and2b_2	4	4
xor2_1	4	4
nor2_1	9	9
inv_1	3	3
